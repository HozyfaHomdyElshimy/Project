`design/flow/design.v`:
```
module F_Decoder (
input  wire [4:0] IN ,
output reg  [31:0] OUT
);
always @(*)
  begin
  OUT = 32'b0000_0000_0000_0000_0000_0000_0000_0000 ;
    case (IN)
    5'b00000 : OUT = 32'b0000_0000_0000_0000_0000_0000_0000_0001 ;
    5'b00001 : OUT = 32'b0000_0000_0000_0000_0000_0000_0000_0010 ;         
    5'b00010 : OUT = 32'b0000_0000_0000_0000_0000_0000_0000_0100 ;   
    5'b00011 : OUT = 32'b0000_0000_0000_0000_0000_0000_0000_1000 ; 
    5'b00100 : OUT = 32'b0000_0000_0000_0000_0000_0000_0001_0000 ;
    5'b00101 : OUT = 32'b0000_0000_0000_0000_0000_0000_0010_0000 ;
    5'b00110 : OUT = 32'b0000_0000_0000_0000_0000_0000_0100_0000 ; 
    5'b00111 : OUT = 32'b0000_0000_0000_0000_0000_0000_1000_0000 ; 
    5'b01000 : OUT = 32'b0000_0000_0000_0000_0000_0001_0000_0000 ;  
    5'b01001 : OUT = 32'b0000_0000_0000_0000_0000_0010_0000_0000 ;  
    5'b01010 : OUT = 32'b0000_0000_0000_0000_0000_0100_0000_0000 ;
    5'b01011 : OUT = 32'b0000_0000_0000_0000_0000_1000_0000_0000 ;
    5'b01100 : OUT = 32'b0000_0000_0000_0000_0001_0000_0000_0000 ;
    5'b01101 : OUT = 32'b0000_0000_0000_0000_0010_0000_0000_0000 ;
    5'b01110 : OUT = 32'b0000_0000_0000_0000_0100_0000_0000_0000 ;
    5'b01111 : OUT = 32'b0000_0000_0000_0000_1000_0000_0000_0000 ;
    5'b10000 : OUT = 32'b0000_0000_0000_0001_0000_0000_0000_0000 ;
    default  : OUT = 32'b0000_0000_0000_0000_0000_0000_0000_0000 ;
   endcase
 end 
 endmodule
```
`design/flow/run.sh`:
```
#!/bin/bash
# OpenROAD 26Q1-2900-gdf79404cd8, Yosys 0.63+post, stock flow scripts
make -C /OpenROAD-flow-scripts/flow DESIGN_CONFIG=/design/flow/config.mk WORK_HOME=/design/flow/orfs finish
```
`design/flow/config.mk`:
```
export PLATFORM = sky130hd
export DESIGN_NAME = F_Decoder
export DESIGN_NICKNAME = F_Decoder
export VERILOG_FILES = /design/flow/design.v
export SDC_FILE = /design/flow/constraint.sdc
export NUM_CORES = 4
export LEC_CHECK = 1
export CORE_AREA = 10 10 70 70
export DIE_AREA = 0 0 80 80
```
`design/flow/constraint.sdc`:
```
current_design F_Decoder

set clk_period 1.3
set clk_io_pct 0.2

create_clock -name clk0 -period $clk_period

set non_clock_inputs [all_inputs -no_clocks]
set_input_delay [expr $clk_period * $clk_io_pct] -clock clk0 $non_clock_inputs
set_output_delay [expr $clk_period * $clk_io_pct] -clock clk0 [all_outputs]
```
==> flow_summary.json <==
{
  "status": "finished with violations",
  "violations": "setup timing",
  "worstPathMaxFanout": 5,
  "vias": 404,
  "grt_pass1_vias": 401,
  "drt-total-wl_microns": 1399,
  "avgSynthCellArea_sq_um": 6.925,
  "grtUsageTotal": 0.03579,
  "clock_buffers": 0,
  "finalHoldViolCount": 0,
  "irDropWorstVdd_uv": 41.00,
  "dp.cells": 119,
  "whs_path_depth": 4,
  "fin_hold_ws_ns": 0.8181,
  "placed_area_sq_um": 579.3,
  "portBuffers": 22,
  "dr.pass1.iters": 2,
  "crit_path_end_kind": "output pin",
  "ys_seq_share": 0,
  "drt_iter0_drc": 9,
  "yosysTopAreaCell": "buf_4",
  "finalSetupTns_ns": -0.2099,
  "fin_crit_ns": 1.394,
  "post-dp-hpwl_microns": 1047,
  "synth_top_area_share": 0.3782,
  "area_growth_pct": 145.8,
  "setup_violations": 6,
  "worstPathArrival_ns": 1.13,
  "tool_warnings": 34,
  "hold_class": "input pin to output pin",
  "ff_count": 0,
  "io_pins": 37,
  "ant_nets": 0,
  "final_cell_mix": "conb_1, buf_4, buf_6, buf_2",
  "antenna_found_initial": 0,
  "hold_start": "IN[4]",
  "coreArea_sq_um": 3416,
  "rsz0062_at_grt": "true",
  "layout_setup_ws_ns": -0.09389,
  "die_w_microns": 80,
  "drive_gt1_frac": 0.6707,
  "cap_viol_max_count": 0,
  "synthDistinctLibCells": 19,
  "finalClockPeriodUsage": 1.072,
  "area_leaders": "buf_4, nor2_1, nor3_1, nor4b_2, nand2b_1",
  "grt_pass1_wl_microns": 1973,
  "lay_top_count": "conb_1",
  "hold_end": "OUT[9]",
  "final_max_slew_viol_count": 0,
  "yosys-stat-area_sq_um": 297.8,
  "wl_per_cell_microns": 10.93,
  "fp_util": 0.08718,
  "stdcell_count": 128,
  "row_count": 21,
  "crit_path_top_delay_cell": "or3_4",
  "grt.overflow.total": 0,
  "seq_area_sq_um": 0,
  "synth_cells": 43,
  "fp.dieH_microns": 80,
  "finish.instance_area_sq_um": 732.0,
  "die_area_sq_um": 6400,
  "leakage_uw": 0.0003711,
  "worst-setup-path-type": "input pin to output pin",
  "max_stage_delay_ns": 0.38,
  "power_density_nw_per_um2": 206.1,
  "num_antenna_cells": 0,
  "crit_path_start_kind": "input pin",
  "ys_cells": 43,
  "cp_cell_sequence": "buf_8 -> or3_4 -> buf_6 -> nor3b_2 -> buf_2",
  "required_ns": 1.04,
  "avgViaCountPerCell": 3.156,
  "syn_area_sq_um": 297.8,
  "gp_congestion": 0.7310,
  "drcViolationCount": 0,
  "max_freq_ghz": 0.7174,
  "grt_max_degree": 6,
  "yosys_warnings": 1
}
synth_stat cells, types with 2 or more instances:
library cell and number:
nor3_1 4, nor2_1 7, buf_4 15, nand2b_1 2
how the worst max path moves through the flow:
stage                 startpoint       to  cells past startpoint
after CTS                  IN[2]   OUT[2]                      5
after global routing       IN[1]  OUT[16]                      5
final                      IN[1]  OUT[16]                      5
power by group:
group / leakage [uW] / total (uW) / internal (uW) / switching [uW]
Combinational: 0.000371 / 151 / 89.6 / 61.3
Clock: 0 / 0 / 0 / 0
Sequential: 0 / 0 / 0 / 0
Total: 0.000371 / 151 / 89.6 / 61.3
routing by layer:
layer	routed length [microns]	vias up	share of wire	track usage
li1	-	194	-	-
met3	78	0	0.056	0.005682
met1	636	188	0.45	0.04812
met4	0	0	0	0
met2	684	22	0.49	0.06180
met5	0	-	0	0
kinds of logic after synthesis:
group / after synthesis / synth area share
and+or+nand+nor: 26 / 0.5715
other: 1 / 0.01259
buffers and inverters: 16 / 0.4160
timing repair:
action,in CTS,in global routing
setup endpoints to repair,17,12
pin swaps,12,10
resized,86,19
hold buffers,0,0
buffers inserted,7,2
worst max-delay path, delay by kind of cell:
kind,cells,cell delay (ns)
buffers and inverters,3,0.35
and+or+nand+nor,2,0.52
metrics by stage:
step	total power, uW	setup slack (ns)	utilization
2_1_floorplan	59.85	0.2434	-
3_3_place_gp	97.54	-0.7860	0.1696
3_5_place_dp	97.55	-0.7917	0.1696
4_1_cts	136.9	-0.1356	0.2029
5_1_grt	163.8	-0.1488	0.2143
6_report	150.9	-0.09389	0.2143
final cells by class:
class / count / area (sq um)
Fill cell: 380 / 2684
Timing Repair Buffer: 41 / 345.3
Multi-Input combinational cell: 41 / 329.1
Tap cell: 46 / 57.56
Power figures rest on the tool's default switching activity, not on a simulated workload.
